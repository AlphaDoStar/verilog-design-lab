File: flow/config.mk
export PLATFORM = sky130hd
export DESIGN_NAME = dac
export DESIGN_NICKNAME = dac
export VERILOG_FILES = /design/flow/design.v
export SDC_FILE = /design/flow/constraint.sdc
export NUM_CORES = 4
export LEC_CHECK = 1
export CORE_UTILIZATION = 30
File: flow/constraint.sdc
current_design dac

set clk_period 5.2
set clk_io_pct 0.2

create_clock -name clk0 -period $clk_period [get_ports {clk}]

set non_clock_inputs [all_inputs -no_clocks]
set_input_delay [expr $clk_period * $clk_io_pct] -clock clk0 $non_clock_inputs
set_output_delay [expr $clk_period * $clk_io_pct] -clock clk0 [all_outputs]
File: flow/design.v
module dac (
    input wire clk, rst, sel,
    input wire [5:0] btn,
    output reg AB, CS, WR, LDAC,
    output reg [7:0] D, LED,
    output wire [7:0] seg_sel, seg_value,
    output wire E, RS, RW,
    output wire [7:0] DATA
);
    localparam DELAY = 2'b00;
    localparam SET_WRN = 2'b01;
    localparam UP_DATA = 2'b10;
    reg [7:0] bin, cnt;
    reg [1:0] state;
    wire [7:0] btn_t;
    one_shot_trigger #(.WIDTH(6)) ost1 (clk, rst, btn, btn_t);
    segment_display sd1 (clk, rst, bin, seg_sel, seg_value);
    lcd_display ld1 (clk, rst, bin, E, RS, RW, DATA);
    always @(posedge clk or negedge rst) begin
        if (!rst) begin
            cnt <= 0;
            state <= DELAY;
        end
        else begin
            cnt <= cnt + 1;
            case (state)
                DELAY: begin
                    if (cnt >= 200) begin
                        cnt <= 0;
                        state <= SET_WRN;
                    end
                end
                SET_WRN: begin
                    if (cnt >= 50) begin
                        cnt <= 0;
                        state <= UP_DATA;
                    end
                end
                UP_DATA: begin
                    if (cnt >= 30) begin
                        cnt <= 0;
                        state <= DELAY;
                    end
                end
            endcase
        end
    end
    always @(posedge clk) begin
        AB <= sel;
        CS <= 0;
        LDAC <= 0;
    end
    always @(posedge clk or negedge rst) begin
        if (!rst) begin
            bin <= 8'b0000_0000;
            LED <= 8'b0000_0000;
        end
        else begin
            casez (btn_t)
                6'b1?????: bin <= bin - 8'b0000_0001;
                6'b01????: bin <= bin + 8'b0000_0001;
                6'b001???: bin <= bin - 8'b0000_0010;
                6'b0001??: bin <= bin + 8'b0000_0010;
                6'b00001?: bin <= bin - 8'b0000_1000;
                6'b000001: bin <= bin + 8'b0000_1000;
            endcase
            LED <= bin;
        end
    end
    always @(posedge clk or negedge rst) begin
        if (!rst) WR <= 1;
        else begin
            case (state)
                DELAY: WR <= 1;
                SET_WRN: WR <= 0;
                UP_DATA: D <= bin;
            endcase
        end
    end
endmodule
module one_shot_trigger #(parameter WIDTH = 1)(
    input wire clk, rst,
    input wire [WIDTH-1:0] i,
    output reg [WIDTH-1:0] o
);
    reg [WIDTH-1:0] r;
    always @(posedge clk or negedge rst) begin
        if (!rst) begin
            r <= {WIDTH{1'b0}};
            o <= {WIDTH{1'b0}};
        end
        else begin
            r <= i;
            o <= i & ~r;
        end
    end
endmodule
module segment_display (
    input wire clk, rst,
    input wire [7:0] bin,
    output reg [7:0] sel, value
);
    localparam S0 = 8'b11111100;
    localparam S1 = 8'b01100000;
    localparam S2 = 8'b11011010;
    localparam S3 = 8'b11110010;
    localparam S4 = 8'b01100110;
    localparam S5 = 8'b10110110;
    localparam S6 = 8'b10111110;
    localparam S7 = 8'b11100100;
    localparam S8 = 8'b11111110;
    localparam S9 = 8'b11110110;
    wire [11:0] bcd;
    reg [3:0] state;
    bin_to_bcd btb1 (clk, rst, bin, bcd);
    always @(posedge clk or negedge rst) begin
        if (!rst) sel <= 8'b11111110;
        else sel <= {sel[6:0], sel[7]};
    end
    always @(*) begin
        case (sel)
            8'b11111110: state = bcd[3:0];
            8'b11111101: state = bcd[7:4];
            8'b11111011: state = bcd[11:8];
            default: state = 4'd0;
        endcase
    end
    always @(*) begin
        case (state)
            4'd0: value = S0;
            4'd1: value = S1;
            4'd2: value = S2;
            4'd3: value = S3;
            4'd4: value = S4;
            4'd5: value = S5;
            4'd6: value = S6;
            4'd7: value = S7;
            4'd8: value = S8;
            4'd9: value = S9;
            default: value = 8'd0;
        endcase
    end
endmodule
module lcd_display (
    input wire clk, rst,
    input wire [7:0] bin,
    output wire E,
    output reg RS, RW,
    output reg [7:0] DATA
);
    localparam DELAY = 3'b000;
    localparam FUNCTION_SET = 3'b001;
    localparam DISP_ONOFF = 3'b010;
    localparam ENTRY_MODE = 3'b011;
    localparam WRITE = 3'b100;
    localparam DELAY_T = 3'b101;
    localparam CURSOR_AT_HOME = 3'b110;
    localparam CLEAR_DISP = 3'b111;
    wire [11:0] bcd;
    integer cnt;
    reg [2:0] state;
    reg [11:0] bcd_prev;
    bin_to_bcd b1 (clk, rst, bin, bcd);
    assign E = clk;
    always @(posedge clk or negedge rst) begin
        if (!rst) begin
            cnt <= 0;
            state <= DELAY;
        end
        else begin
            cnt <= cnt + 1;
            bcd_prev <= bcd;
            case (state)
                DELAY: begin
                    if (cnt >= 70) begin
                        cnt <= 0;
                        state <= FUNCTION_SET;
                    end
                end
                FUNCTION_SET: begin
                    if (cnt >= 30) begin
                        cnt <= 0;
                        state <= DISP_ONOFF;
                    end
                end
                DISP_ONOFF: begin
                    if (cnt >= 30) begin
                        cnt <= 0;
                        state <= ENTRY_MODE;
                    end
                end
                ENTRY_MODE: begin
                    if (cnt >= 30) begin
                        cnt <= 0;
                        state <= WRITE;
                    end
                end
                WRITE: begin
                    if (cnt >= 5) begin
                        cnt <= 0;
                        state <= DELAY_T;
                    end
                end
                DELAY_T: begin
                    cnt <= 0;
                    if (bcd != bcd_prev) begin
                        state <= CURSOR_AT_HOME;
                    end
                end
                CURSOR_AT_HOME: begin
                    if (cnt >= 5) begin
                        cnt <= 0;
                        state <= CLEAR_DISP;
                    end
                end
                CLEAR_DISP: begin
                    if (cnt >= 5) begin
                        cnt <= 0;
                        state <= WRITE;
                    end
                end
            endcase
        end
    end
    always @(posedge clk or negedge rst) begin
        if (!rst) {RS, RW, DATA} <= 10'b00_0011_0000;
        else begin
            case (state)
                DELAY: {RS, RW, DATA} <= 10'b11_0000_0000;
                FUNCTION_SET: {RS, RW, DATA} <= 10'b00_0011_0000;
                DISP_ONOFF: {RS, RW, DATA} <= 10'b00_0000_1100;
                ENTRY_MODE: {RS, RW, DATA} <= 10'b00_0000_0110;
                WRITE: begin
                    case (cnt)
                        0: {RS, RW, DATA} <= 10'b00_1000_0000;
                        1: {RS, RW, DATA} <= 10'b10_0011_0000 + bcd[11:8];
                        2: {RS, RW, DATA} <= 10'b10_0011_0000 + bcd[7:4];
                        3: {RS, RW, DATA} <= 10'b10_0011_0000 + bcd[3:0];
                        default: {RS, RW, DATA} <= 10'b11_0000_0000;
                    endcase
                end
                DELAY_T: {RS, RW, DATA} <= 10'b11_0000_0000;
                CURSOR_AT_HOME: {RS, RW, DATA} <= 10'b00_0000_0010;
                CLEAR_DISP: {RS, RW, DATA} <= 10'b00_0000_0001;
            endcase
        end
    end
endmodule
module bin_to_bcd (
    input wire clk, rst,
    input wire [7:0] bin,
    output reg [11:0] bcd
);
    reg [11:0] state;
    reg [2:0] i;
    always @(posedge clk or negedge rst) begin
        if (!rst) begin
            state <= 12'b0000_0000_0000;
            i <= 0;
        end
        else begin
            if (i == 0) begin
                state[11:1] <= 11'b0000_0000_000;
                state[0] <= bin[7];
            end
            else begin
                state[11:9] <= (state[11:8] >= 3'd5) ? state[11:8] + 2'd3 : state[11:8];
                state[8:5] <= (state[7:4] >= 3'd5) ? state[7:4] + 2'd3 : state[7:4];
                state[4:1] <= (state[3:0] >= 3'd5) ? state[3:0] + 2'd3 : state[3:0];
                state[0] <= bin[7 - i];
            end
            i <= i + 1;
        end
    end
    always @(posedge clk or negedge rst) begin
        if (!rst) bcd <= 12'b0000_0000_0000;
        else if (i == 0) bcd <= state;
    end
endmodule
File: flow/run.sh
#!/bin/bash
# OpenROAD 26Q1-2900-gdf79404cd8, Yosys 0.63+post, stock flow scripts
make -C /OpenROAD-flow-scripts/flow DESIGN_CONFIG=/design/flow/config.mk WORK_HOME=/design/flow/orfs finish
==> qor.tcl <==
set qor(synthesis.instances) 780
set qor(regToRegStartpoint) {ost1.o[4]$_DFF_PN0_}
set qor(vias) 5495
set qor(routed_via_density) 4.60
set qor(post-route-worst-setup-slack_ps) 931
set qor(timing.critical_path.fanout_max) 2
set qor(asyncSetResetFlopFracSynth_pct) 87.7
set qor(hold_path_startpoint) {sd1.sel[4]$_DFF_PN1_}
set qor(post_cts.resized_instances) 0
set qor(layout-drive-gt1-share_pct) 8.68
set qor(layout.filler_cells) 2589
set qor(crit_path_end_kind) {primary output}
set qor(worst-endpoint-required_ps) 4160
set qor(drt.antenna.violating_nets) 0
set qor(timing_hold_violations_final) 0
set qor(drc) 0
set qor(worstSetupStartpoint) {clk}
set qor(clkTransAtPathRegs_ps) 70
set qor(wl_per_cell_um) 12.7
set qor(i_o_pins) 56
set qor(criticalPathCategory) {clock port to primary output}
set qor(initialDrtViolationCount) 323
set qor(result_of_the_run) {finished, final reports clean}
set qor(hold_buffers) 0
set qor(dp_worst_setup_slack_ps) 1190
set qor(rsz0062_at_grt) {false}
set qor(clock.latency.late_pin_ps) 530
set qor(relSlewSlack_pct) 36.8
set qor(port_buffers) 51
set qor(synth.yosys.seq_area_share_pct) 53.2
set qor(place_congestion) 0.849
set qor(die_w_um) 168
set qor(globalRouteTotalUtil_pct) 11.7
set qor(core-area_um2) 27000
set qor(worst_hold_path_type) {flip-flop to flip-flop}
set qor(antenna-diode-count) 0
set qor(cts_tree) {built}
set qor(post-cts-setup-buffers) 0
set qor(worst_setup_path_start_kind) {clock port}
set qor(edf_count) 20
set qor(warning_count) 44
set qor(synthDistinctLibCells) 59
set qor(setup-violations-final) 0
set qor(cellPowerDensity_nw_per_um2) 418
set qor(fp_util_pct) 30.6
set qor(detail_route.first_pass.iterations) 4
set qor(grt_antenna_before_repair) 0
set qor(synth.yosys.chip_area_um2) 8250
set qor(grt_pass1_vias) 5402
set qor(dp.final_hpwl_mm) 10.3
set qor(final.setup_skew_ps) 9.65
set qor(setup_tns_ps) 0
set qor(grt-ovfl-total) 0
set qor(row_count) 60
set qor(vdd_ir_drop_max_mv) 0.253
set qor(synth-cells-yosys) 780
set qor(final.hold.worst_slack_ps) 383
set qor(mean_syn_cell_area_um2) 10.6
set qor(worstMarginPinSlew_ps) 949
set qor(area.growth.synth_to_final_pct) 18.9
set qor(critical_path_arrival_ps) 3230
set qor(yosys_warnings) 6
set qor(grt_pass1_wl_mm) 26.4
set qor(die-area_um2) 28200
set qor(postRouteWirelength_mm) 15.2
set qor(power.leakage_nw) 4.30
set qor(max_cap_violations) 0
set qor(final_max_slew_viol_count) 0
set qor(netlist_area_um2) 8250
set qor(synthFlopType) {sky130_fd_sc_hd__dfrtp_1}
set qor(numSynthFlops) 171
set qor(die_height_um) 168
set qor(largest_net_degree_at_the_start_of_global_routing) 70
==> metrics by stage <==
| stage | util, % | total power, mW | std cells | area [µm²] |
|---|---|---|---|---|
| final | 36.4 | 4.10 | 1194 | 9800 |
| after global routing | 36.4 | 4.36 | 1194 | 9800 |
| after CTS | 36.4 | 4.16 | 1194 | 9800 |
| after detailed placement | 33.9 | 2.74 | 1159 | 9130 |
| after global placement | 33.9 | 2.73 | 1159 | 9130 |
| after floorplan | - | 2.44 | 783 | 8260 |
==> sequential cells by signal (all words and copies together) (netlist names), 12 cells and up, named ones only <==
register        flops
ld1.bcd_prev       12
ld1.b1.bcd         12
sd1.btb1.bcd       12
ld1.cnt            32
sd1.btb1.state     12
ld1.b1.state       12
==> final timing paths <==
path                            cells after the start                    endpoint  slack (ps)
min in group asynchronous                           1  ld1.b1.state[10]$_DFF_PN0_         510
max in group asynchronous                           2       ld1.cnt[31]$_DFF_PN0_        3480
worst max register to register                      8          bin[7]$_DFFE_PN0P_        2460
worst min-delay path                                0        sd1.sel[5]$_DFF_PN1_         380
worst min register to register                      0        sd1.sel[5]$_DFF_PN1_         380
worst max-delay path                                3                           E         930
==> routing by layer <==
metal / share of wire, % / global-route usage [%] / routed length, µm / up-vias
met1: 51 / 18.3 / 7790 / 2605
li1: - / - / - / 2811
met2: 45 / 18.0 / 6760 / 65
met3: 2.6 / 2.03 / 393 / 14
met4: 1.6 / 1.64 / 250 / 0
met5: 0 / 0 / 0 / -
==> critical path, cell delays in order <==
cell and delay (ps):
sky130_fd_sc_hd__clkbuf_16 120, sky130_fd_sc_hd__clkbuf_16 130, sky130_fd_sc_hd__clkdlybuf4s50_1 380
==> synth_stat cells, drive strengths merged (13+ instances only) <==
master,instances,share of area (%)
nor4,15,1.2
nand3,21,1.3
xnor2,33,3.5
mux2,15,2.0
nor3,17,1.0
clkbuf,13,0.59
a21oi,43,2.7
ha,42,6.4
nor2,90,4.1
nand2,74,3.4
dfrtp,139,42
edfxtp,20,7.3
xor2,39,4.1
o21ai,39,2.4
nand2b,13,0.99
inv,42,1.9
==> cell families after synthesis <==
family / synth area share, %
compound gates: 9.47
buf+inv: 3.22
other cells: 0.0455
mux: 3.44
flops: 53.2
simple gates: 15.9
fa+ha+maj: 7.10
xor+xnor: 7.65
==> final cells by class <==
cell class	instances	area [µm²]	area share (%)
Tap cell	341	427	4.35
Timing Repair Buffer	56	547	5.58
Sequential cell	171	4390	44.8
Multi-Input combinational cell	548	3600	36.8
Inverter	42	158	1.61
Clock buffer	25	577	5.88
Clock inverter	11	104	1.06
==> placed cells by master, fill, tap and decap left out, types with 7 or more instances in the layout <==
cell type                         instances
sky130_fd_sc_hd__a21oi_1                 42
sky130_fd_sc_hd__and2_1                   8
sky130_fd_sc_hd__and3_1                   7
sky130_fd_sc_hd__clkbuf_16               21
sky130_fd_sc_hd__clkdlybuf4s50_1         50
sky130_fd_sc_hd__dfrtp_1                139
sky130_fd_sc_hd__dfstp_2                 11
sky130_fd_sc_hd__edfxtp_1                20
sky130_fd_sc_hd__ha_1                    42
sky130_fd_sc_hd__inv_1                   42
sky130_fd_sc_hd__mux2_2                  15
sky130_fd_sc_hd__mux2i_1                  7
sky130_fd_sc_hd__nand2_1                 74
sky130_fd_sc_hd__nand2b_1                13
sky130_fd_sc_hd__nand3_1                 21
sky130_fd_sc_hd__nor2_1                  90
sky130_fd_sc_hd__nor2b_1                 11
sky130_fd_sc_hd__nor3_1                  17
sky130_fd_sc_hd__nor4_1                  14
sky130_fd_sc_hd__o21ai_0                 31
sky130_fd_sc_hd__o21ai_1                  8
sky130_fd_sc_hd__xnor2_1                 33
sky130_fd_sc_hd__xor2_1                  39
==> where the power goes <==
group          internal (mW)  total, mW  switching (mW)  leakage, nW
combinational          0.459      0.914           0.455         1.82
sequential              1.56       1.79           0.230         2.14
clock                  0.842       1.39           0.550        0.337
Power is estimated from default activity; no workload was simulated.
