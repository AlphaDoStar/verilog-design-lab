File: flow/design.v
module one_line (
    input wire clk, rst,
    output wire E,
    output reg RS, RW,
    output reg [7:0] DATA, LED
);
    localparam DELAY = 3'b000;
    localparam FUNCTION_SET = 3'b001;
    localparam ENTRY_MODE = 3'b010;
    localparam DISP_ONOFF = 3'b011;
    localparam LINE1 = 3'b100;
    localparam LINE2 = 3'b101;
    localparam DELAY_T = 3'b110;
    localparam CLEAR_DISP = 3'b111;
    integer cnt;
    reg [2:0] state;
    assign E = clk;
    always @(posedge clk or negedge rst) begin
        if (!rst) begin
            cnt <= 0;
            state <= DELAY;
        end
        else begin
            cnt <= cnt + 1;
            case (state)
                DELAY: begin
                    LED <= 8'b1000_0000;
                    if (cnt >= 70) begin
                        cnt <= 0;
                        state <= FUNCTION_SET;
                    end
                end
                FUNCTION_SET: begin
                    LED <= 8'b0100_0000;
                    if (cnt >= 30) begin
                        cnt <= 0;
                        state <= DISP_ONOFF;
                    end
                end
                DISP_ONOFF: begin
                    LED <= 8'b0010_0000;
                    if (cnt >= 30) begin
                        cnt <= 0;
                        state <= ENTRY_MODE;
                    end
                end
                ENTRY_MODE: begin
                    LED <= 8'b0001_0000;
                    if (cnt >= 30) begin
                        cnt <= 0;
                        state <= LINE1;
                    end
                end
                LINE1: begin
                    LED <= 8'b0000_1000;
                    if (cnt >= 20) begin
                        cnt <= 0;
                        state <= LINE2;
                    end
                end
                LINE2: begin
                    LED <= 8'b0000_0100;
                    if (cnt >= 20) begin
                        cnt <= 0;
                        state <= DELAY_T;
                    end
                end
                DELAY_T: begin
                    LED <= 8'b0000_0010;
                    if (cnt >= 5) begin
                        cnt <= 0;
                        state <= CLEAR_DISP;
                    end
                end
                CLEAR_DISP: begin
                    LED <= 8'b0000_0001;
                    if (cnt >= 5) begin
                        cnt <= 0;
                        state <= LINE1;
                    end
                end
                default: state <= DELAY;
            endcase
        end
    end
    always @(posedge clk or negedge rst) begin
        if (!rst) {RS, RW, DATA} <= 10'b11_0000_0000;
        else begin
            case (state)
                FUNCTION_SET: {RS, RW, DATA} <= 10'b00_0011_1000;
                DISP_ONOFF: {RS, RW, DATA} <= 10'b00_0000_1100;
                ENTRY_MODE: {RS, RW, DATA} <= 10'b00_0000_0110;
                LINE1: begin
                    case (cnt)
                        00: {RS, RW, DATA} <= 10'b00_1000_0000;
                        01: {RS, RW, DATA} <= 10'b10_0010_0000;  
                        02: {RS, RW, DATA} <= 10'b10_0100_1000;  
                        03: {RS, RW, DATA} <= 10'b10_0110_0101;  
                        04: {RS, RW, DATA} <= 10'b10_0110_1100;  
                        05: {RS, RW, DATA} <= 10'b10_0110_1100;  
                        06: {RS, RW, DATA} <= 10'b10_0110_1111;  
                        07: {RS, RW, DATA} <= 10'b10_0010_0000;  
                        08: {RS, RW, DATA} <= 10'b10_0111_0111;  
                        09: {RS, RW, DATA} <= 10'b10_0110_1111;  
                        10: {RS, RW, DATA} <= 10'b10_0111_0010;  
                        11: {RS, RW, DATA} <= 10'b10_0110_1100;  
                        12: {RS, RW, DATA} <= 10'b10_0110_0100;  
                        13: {RS, RW, DATA} <= 10'b10_0010_0001;  
                        default: {RS, RW, DATA} <= 10'b10_0010_0000;
                    endcase
                end
                LINE2: begin
                    case (cnt)
                        00: {RS, RW, DATA} <= 10'b00_1000_0000;
                        01: {RS, RW, DATA} <= 10'b10_0011_0010;  
                        02: {RS, RW, DATA} <= 10'b10_0011_0000;  
                        03: {RS, RW, DATA} <= 10'b10_0011_0010;  
                        04: {RS, RW, DATA} <= 10'b10_0011_0100;  
                        05: {RS, RW, DATA} <= 10'b10_0011_0100;  
                        06: {RS, RW, DATA} <= 10'b10_0011_0100;  
                        07: {RS, RW, DATA} <= 10'b10_0011_0000;  
                        08: {RS, RW, DATA} <= 10'b10_0011_0000;  
                        09: {RS, RW, DATA} <= 10'b10_0011_0101;  
                        10: {RS, RW, DATA} <= 10'b10_0011_0010;  
                        11: {RS, RW, DATA} <= 10'b10_0010_0000;  
                        12: {RS, RW, DATA} <= 10'b10_0100_0100;  
                        13: {RS, RW, DATA} <= 10'b10_0101_0011;  
                        14: {RS, RW, DATA} <= 10'b10_0101_1001;  
                        default: {RS, RW, DATA} <= 10'b10_0010_0000;
                    endcase
                end
                DELAY_T: {RS, RW, DATA} <= 10'b00_0000_0010;
                CLEAR_DISP: {RS, RW, DATA} <= 10'b00_0000_0001;
                default: {RS, RW, DATA} <= 10'b11_0000_0000;
            endcase
        end
    end
endmodule
File: flow/run.sh
#!/bin/bash
# OpenROAD 26Q1-2900-gdf79404cd8, Yosys 0.63+post, stock flow scripts
make -C /OpenROAD-flow-scripts/flow DESIGN_CONFIG=/design/flow/config.mk WORK_HOME=/design/flow/orfs finish
File: flow/config.mk
export PLATFORM = sky130hd
export DESIGN_NAME = one_line
export DESIGN_NICKNAME = one_line
export VERILOG_FILES = /design/flow/design.v
export SDC_FILE = /design/flow/constraint.sdc
export NUM_CORES = 4
export LEC_CHECK = 1
export CORE_UTILIZATION = 40
File: flow/constraint.sdc
current_design one_line

set clk_period 5.0
set clk_io_pct 0.2

create_clock -name clk0 -period $clk_period [get_ports {clk}]

set non_clock_inputs [all_inputs -no_clocks]
set_input_delay [expr $clk_period * $clk_io_pct] -clock clk0 $non_clock_inputs
set_output_delay [expr $clk_period * $clk_io_pct] -clock clk0 [all_outputs]
==> metrics.yaml <==
r2r_slack_ps: 2460
hold_viol: 0
synth_seq_share_pct: 48.4
n_antenna_cell: 0
hold_ws_ps: 514
hold_path_class: "reg -> reg"
relSlewSlack_pct: 43.2
clockPowerShare_pct: 54.2
yosys_warnings: 1
comb_power_share_pct: 1.1
final_util_pct: 48.5
critPathLaunchType: "clock port"
p_leak_uw: 0.00148
cts_resized: 0
wl_um: 5950
crit_fanout: 2
critical_path_arrival_ps: 3110
top_level_ports: 21
p_per_area_mw_per_mm2: 301
cap_violations: 0
peakVddDrop_v: 0.000171
synth_area_leader_cell: "dfrtp_1"
synth-edff-count: 8
die_x_um: 89.9
top_cell: "nor2_1"
grt_max_degree: 34
port_buffers: 20
fp-utilization_pct: 41.9
p_int_uw: 877
wire_per_inst_um: 13.7
antenna_found_initial: 0
grt_pass1_wl_um: 10300
dpl.hpwl_um: 3940
p_sw_uw: 197
setup_ws_ps: 891
postCtsSetupBuffers: 0
ys.flop_type: "dfrtp_1"
chipArea_mm2: 0.00807
cts_tree: "yes"
ys_top_cells_by_count: "50 x nor2_1, 47 x dfrtp_1, 15 x nand2_1, 15 x nand3_1, 15 x xnor2_1"
place.gp.congestion: 0.845
endpoint_kind: "output pin"
vias_per_cell: 5.28
tool_warnings: 31
ys_types: 52
skew_ps: 11.8
switching_share_pct: 18.4
drive_above_1_share_pct: 9.58
post-route-drc-count: 0
overflow: 0
die_y_um: 89.9
grtUsageTotal_pct: 16.2
syn-cell-area_mm2: 0.00309
drv_slew: 0
grt_pass1_vias: 2123
synthTopCellsByArea: "dfrtp_1 38%, edfxtp_1 7.8%, nor2_1 6.1%, xnor2_1 4.3%, xor2_1 4.0%"
drtAntennaViolNets: 0
drt-initial-drc-count: 102
yosys_cells: 317
yosys_area_mm2: 0.00309
worst_slew_pin_slew_ps: 846
rows: 31
pwr-share-seq_pct: 44.7
critPathKind: "clk -> out"
worstPathRequired_ps: 4000
hold_buffers: 0
ys.flops: 58
rsz0062_at_grt: "no"
setup_viol: 0
coreArea_mm2: 0.00737
syn2layout_area_growth_pct: 15.7
avgSynthCellArea_um2: 9.74
vias: 2287
status: "completed"
synthCells: 317
async_flop_share_pct: 86.2
pre_cts_ws_ps: 1130
fin_setup_tns_ps: 0
clk_latency_ps: 440
clk_pin_slew_ps: 60
first_pass_iters: 4
top_cell_area_share_pct: 38.1
logic make-up after synthesis:
| logic type | synth area share [%] |
|---|---|
| AOI/OAI and AO/OA | 9.93 |
| xor gates and xnor gates | 8.23 |
| adders and majority gates | 2.84 |
| buffers and inverters | 4.78 |
| DFF | 48.4 |
| muxes | 1.78 |
| and+or+nand+nor | 24.0 |
cells in the final DEF (no fill, tap or decap), types with 9 or more instances in the layout:
| cell type | netlist | routed |
|---|---|---|
| nor2_1 | 50 | 50 |
| dfrtp_1 | 47 | 47 |
| clkdlybuf4s50_1 | 0 | 19 |
| nand3_1 | 15 | 15 |
| xnor2_1 | 15 | 15 |
| nand2_1 | 15 | 15 |
| xor2_1 | 14 | 14 |
| o21ai_0 | 13 | 13 |
| clkbuf_8 | 0 | 12 |
| nor3_1 | 10 | 10 |
| a21oi_1 | 10 | 10 |
| nor4_1 | 9 | 9 |
power by group through the flow:
stage | combinational, µW | sequential [µW] | clock, µW
4_1_cts | 12.9 | 480 | 599
5_1_grt | 14.4 | 480 | 617
6_report | 12.2 | 480 | 582
cell type report:
| class | count | area, µm² |
|---|---|---|
| sequential | 58 | 1500 |
| clock buffer | 15 | 183 |
| fill | 703 | 3800 |
| clock inverter | 5 | 103 |
| tap | 99 | 124 |
| timing repair buffer | 20 | 193 |
| multi-input combinational | 228 | 1450 |
| inverter | 8 | 30.0 |
worst paths after layout:
path / from / cells past startpoint / endpoint
setup / recovery: clk / 3 / E
hold / removal: state[0] / 1 / state[0]
setup reg to reg: cnt[3] / 5 / cnt[28]
hold reg to reg: state[0] / 1 / state[0]
max in group asynchronous: rst / 2 / state[0]
min in group asynchronous: rst / 1 / DATA[5]
registers in the layout, indices dropped and copies added (netlist names), named ones only:
signal / flops
state: 4
DATA: 8
cnt: 32
RW: 1
LED: 8
RS: 1
per-layer routing:
metal	GRT usage, %	share of wire, %	routed length (µm)
met1	25.4	49	2900
met2	24.6	46	2730
met3	3.61	3.9	229
met4	2.42	1.4	84
met5	0	0	0
critical path, stage by stage:
cell             delay (ps)
clkbuf_8                110
clkbuf_8                110
clkdlybuf4s50_1         390
metrics by stage:
stage          power [µW]  cells  cell area (µm²)
4_1_cts              1090    433             3570
6_report             1070    433             3570
5_1_grt              1110    433             3570
2_1_floorplan         498    317             3090
3_3_place_gp          515    414             3300
3_5_place_dp          515    414             3300
Power and IR drop assume default switching activity.
