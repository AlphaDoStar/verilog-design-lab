### flow/run.sh
#!/bin/bash
# OpenROAD 26Q1-2900-gdf79404cd8, Yosys 0.63+post, stock flow scripts
make -C /OpenROAD-flow-scripts/flow DESIGN_CONFIG=/design/flow/config.mk WORK_HOME=/design/flow/orfs finish
### flow/config.mk
export PLATFORM = sky130hd
export DESIGN_NAME = display_name
export DESIGN_NICKNAME = display_name
export VERILOG_FILES = /design/flow/design.v
export SDC_FILE = /design/flow/constraint.sdc
export NUM_CORES = 4
export LEC_CHECK = 1
export CORE_UTILIZATION = 50
### flow/constraint.sdc
current_design display_name

set clk_period 5.0
set clk_io_pct 0.2

create_clock -name clk0 -period $clk_period [get_ports {clk}]

set non_clock_inputs [all_inputs -no_clocks]
set_input_delay [expr $clk_period * $clk_io_pct] -clock clk0 $non_clock_inputs
set_output_delay [expr $clk_period * $clk_io_pct] -clock clk0 [all_outputs]
### flow/design.v
module display_name (
    input wire clk, rst,
    output wire E,
    output reg RS, RW,
    output reg [7:0] DATA, LED
);
    localparam DELAY = 3'b000;
    localparam FUNCTION_SET = 3'b001;
    localparam DISP_ONOFF = 3'b010;
    localparam ENTRY_MODE = 3'b011;
    localparam LINE1 = 3'b100;
    localparam LINE2 = 3'b101;
    localparam DELAY_T = 3'b110;
    localparam CLEAR_DISP = 3'b111;
    integer cnt;
    reg [2:0] state;
    assign E = clk;
    always @(posedge clk or negedge rst) begin
        if (!rst) begin
            cnt <= 0;
            state <= DELAY;
        end
        else begin
            cnt <= cnt + 1;
            case (state)
                DELAY: begin
                    LED <= 8'b1000_0000;
                    if (cnt >= 70) begin
                        cnt <= 0;
                        state <= FUNCTION_SET;
                    end
                end
                FUNCTION_SET: begin
                    LED <= 8'b0100_0000;
                    if (cnt >= 30) begin
                        cnt <= 0;
                        state <= DISP_ONOFF;
                    end
                end
                DISP_ONOFF: begin
                    LED <= 8'b0010_0000;
                    if (cnt >= 30) begin
                        cnt <= 0;
                        state <= ENTRY_MODE;
                    end
                end
                ENTRY_MODE: begin
                    LED <= 8'b0001_0000;
                    if (cnt >= 30) begin
                        cnt <= 0;
                        state <= LINE1;
                    end
                end
                LINE1: begin
                    LED <= 8'b0000_1000;
                    if (cnt >= 20) begin
                        cnt <= 0;
                        state <= LINE2;
                    end
                end
                LINE2: begin
                    LED <= 8'b0000_0100;
                    if (cnt >= 20) begin
                        cnt <= 0;
                        state <= DELAY_T;
                    end
                end
                DELAY_T: begin
                    LED <= 8'b0000_0010;
                    if (cnt >= 5) begin
                        cnt <= 0;
                        state <= CLEAR_DISP;
                    end
                end
                CLEAR_DISP: begin
                    LED <= 8'b0000_0001;
                    if (cnt >= 5) begin
                        cnt <= 0;
                        state <= LINE1;
                    end
                end
                default: state <= DELAY;
            endcase
        end
    end
    always @(posedge clk or negedge rst) begin
        if (!rst) {RS, RW, DATA} <= 10'b11_0000_0000;
        else begin
            case (state)
                FUNCTION_SET: {RS, RW, DATA} <= 10'b00_0011_1000;
                DISP_ONOFF: {RS, RW, DATA} <= 10'b00_0000_1100;
                ENTRY_MODE: {RS, RW, DATA} <= 10'b00_0000_0110;
                LINE1: begin
                    case (cnt)
                        00: {RS, RW, DATA} <= 10'b00_1000_0000;
                        01: {RS, RW, DATA} <= 10'b10_0010_0000;  
                        02: {RS, RW, DATA} <= 10'b10_0100_1000;  
                        03: {RS, RW, DATA} <= 10'b10_0110_0101;  
                        04: {RS, RW, DATA} <= 10'b10_0110_1100;  
                        05: {RS, RW, DATA} <= 10'b10_0110_1100;  
                        06: {RS, RW, DATA} <= 10'b10_0110_1111;  
                        07: {RS, RW, DATA} <= 10'b10_0010_0000;  
                        08: {RS, RW, DATA} <= 10'b10_0111_0111;  
                        09: {RS, RW, DATA} <= 10'b10_0110_1111;  
                        10: {RS, RW, DATA} <= 10'b10_0111_0010;  
                        11: {RS, RW, DATA} <= 10'b10_0110_1100;  
                        12: {RS, RW, DATA} <= 10'b10_0110_0100;  
                        13: {RS, RW, DATA} <= 10'b10_0010_0001;  
                        default: {RS, RW, DATA} <= 10'b10_0010_0000;
                    endcase
                end
                LINE2: begin
                    case (cnt)
                        00: {RS, RW, DATA} <= 10'b00_1100_0000;
                        01: {RS, RW, DATA} <= 10'b10_0011_0010;  
                        02: {RS, RW, DATA} <= 10'b10_0011_0000;  
                        03: {RS, RW, DATA} <= 10'b10_0011_0010;  
                        04: {RS, RW, DATA} <= 10'b10_0011_0100;  
                        05: {RS, RW, DATA} <= 10'b10_0011_0100;  
                        06: {RS, RW, DATA} <= 10'b10_0011_0100;  
                        07: {RS, RW, DATA} <= 10'b10_0011_0000;  
                        08: {RS, RW, DATA} <= 10'b10_0011_0000;  
                        09: {RS, RW, DATA} <= 10'b10_0011_0101;  
                        10: {RS, RW, DATA} <= 10'b10_0011_0010;  
                        11: {RS, RW, DATA} <= 10'b10_0010_0000;  
                        12: {RS, RW, DATA} <= 10'b10_0100_0100;  
                        13: {RS, RW, DATA} <= 10'b10_0101_0011;  
                        14: {RS, RW, DATA} <= 10'b10_0101_1001;  
                        default: {RS, RW, DATA} <= 10'b10_0010_0000;
                    endcase
                end
                DELAY_T: {RS, RW, DATA} <= 10'b00_0000_0010;
                CLEAR_DISP: {RS, RW, DATA} <= 10'b00_0000_0001;
                default: {RS, RW, DATA} <= 10'b11_0000_0000;
            endcase
        end
    end
endmodule
==> ci_impl_report.md <==
## Synthesis and layout report

| Metric | Value |
|---|---|
| Status | `complete, no violations` |
| Critical Path AT | `3.11 ns` |
| Area leader, netlist | `dfrtp_1` |
| Layout cells sized above 1 | `0.1463` |
| Ys async rst share | `0.8621` |
| Unrepaired setup endpoints after global routing | `no` |
| Met3 Usage GRT | `0.04903` |
| Fin area | `~3500 um2` |
| Pre-antenna DRT Iters | `5` |
| Post-synth seq share | `0.4799` |
| R2R Setup Slk | `roughly 2.4 ns` |
| Slowest stage delay, CP | `0.39 ns` |
| HPWL Detailed | `approximately 3900 um` |
| OpenROAD warnings | `31` |
| Most crowded layer after global routing | `met1` |
| Max IR drop VDD | `0.0002076 V` |
| Pre-CTS WS | `1.133 ns` |
| Power per cell area | `286.2 nW/um2` |
| Remaining antenna violation count | `0` |
| Reg2reg path depth | `6` |
| Final hold vios | `0` |
| Slew HR | `0.5159` |
| P&R area growth vs syn | `13.09%` |
| Grt ovf | `0` |
| Crit. End Element | `primary output` |
| Critical Path Start Type | `clock port` |
| CTS resizes | `0` |
| Vias in the first global route | `slightly above 2000` |
| Yosys stat area | `3115 um2` |
| Yosys Instances | `about 310` |
| Global Route Usage Sum | `0.2118` |
| Least-Margin Pin Slew | `0.7262 ns` |
| Skew final | `around 0.0085 ns` |
| Post-synth regs | `58` |
| Die area | `roughly 6600 um2` |
| Hold Path Class | `input pin to asynchronous set/reset pin` |
| Total design power | `1.008 mW` |
| DR iter-0 viols | `150` |
| Post-CTS Setup Repair Bufs | `0` |
| Num rows | `28` |
| Met2 GRT Util | `0.2824` |
| Final core occ | `0.5916` |
| Dpl cells | `384` |
| Main flop type | `dfrtp_1` |
| Mean post-synth cell area | `9.986 um2` |
| Cell with the most instances after synthesis | `dfrtp_1` |
| Die Y-Extent | `80.94 um` |
| Leakage Power | `1.515 nW` |
| Worst Path Class, Setup | `clock port to primary output` |
| Largest net degree at the start of global routing | `42` |
| Clk latency late pin | `between 0.4 and 0.5 ns` |
| Met1 GRT Util | `0.3681` |
| Via count | `2229` |
| Critical path fanouts, max | `2` |
| Synth top cells by count | `47 x dfrtp_1, 34 x nor2_1, 24 x nand2_1` |
| EDFF count, synth | `8` |
| Initial antenna violation count | `0` |
| IO Pins | `21` |
| Slowest CP cell | `clkdlybuf4s50_1` |
| CTS Hold Bufs | `0` |
| Floorplan Utilization | `0.5231` |
| Reg clk slew, reported paths | `roughly 0.060 ns` |
| # DRC | `0` |
| Die x size | `80.94 um` |
| CTS tree | `built` |
| Reg-to-Reg Start | `cnt[2]$_DFF_PN0_` |
| Port Buffer Count | `20` |
| Synth warn | `1` |
| Cell area leaders | `dfrtp_1 38%, edfxtp_1 7.7%, xor2_1 5.9%, nor2_1 4.1%, nand2_1 2.9%` |
| Vias/cell | `5.531` |
| Maximum Capacitance Violations | `0` |
| Critical-path cell list | `clkbuf_8 -> clkbuf_8 -> clkdlybuf4s50_1` |
| Most common cell on crit path | `clkbuf_8` |
| Drt total wl | `5898 um` |
| R2r endpoint | `cnt[2]$_DFF_PN0_` |
| Cell Type Count | `53` |
| Syn Inst Count | `312` |
| Final Max Slew Viols | `0` |
| WHS | `0.4900 ns` |
| Antenna diodes | `0` |
| Post-Route Setup TNS | `0 ns` |
| Core area | `5956 um2` |
| Worst setup margin | `0.8928 ns` |
| Fin cells | `403` |
| Post-Syn Area | `3115 um2` |
| Post-synth top area share | `0.3775` |
| First-pass GRT wire length | `10250 um` |
| Gp weighted congestion | `0.8586` |
| WP data required | `4.00 ns` |
| Per-cell routed wire length | `14.64 um` |
| Placed inst area | `3274 um2` |
| Final tally of setup violations | `0` |
-- state kept, by name (all words and copies together), names as in the netlist, named ones only --
| register | cells |
|---|---|
| DATA | 8 |
| LED | 8 |
| RS | 1 |
| RW | 1 |
| cnt | 32 |
| state | 4 |
-- critical path, delay by kind of cell --
family / cells / cell delay [ns]
buf+inv: 3 / 0.61
-- per-layer routing --
metal,part of all wire,up-vias
met5,0,-
met3,0.052,10
met4,0.020,0
met2,0.42,61
li1,-,1107
met1,0.51,1051
-- worst max path at each step --
stage / from / slack [ns] / end / depth (start not counted)
4_1_cts: clk / 0.88 / E / 3
5_1_grt: clk / 0.88 / E / 3
6_report: clk / 0.89 / E / 3
-- cell families (layout without fill, tap and decap cells) --
| kind of cell | count (synthesis) | after routing | synth area share |
|---|---|---|---|
| XOR/XNOR | 29 | 29 | 0.08153 |
| AND/OR/NAND/NOR | 131 | 131 | 0.2337 |
| adder cells (fa/ha/maj) | 7 | 7 | 0.02811 |
| multiplexers | 6 | 6 | 0.02088 |
| flip-flops | 58 | 58 | 0.4799 |
| buffers and inverters | 32 | 48 | 0.05382 |
| AND-OR/OR-AND | 49 | 49 | 0.1020 |
-- power breakdown --
part | leakage [nW] | switching [mW] | internal (mW)
Clock | 0.132 | 0.182 | 0.334
Sequential | 0.762 | 0.000356 | 0.480
Combinational | 0.621 | 0.00873 | 0.00335
-- area by class of cell --
type,count,area [um2]
fill,523,2432
sequential,58,1495
multi-input combinational,222,1453
clock buffer,18,224.0
timing repair buffer,20,192.7
tap,75,93.84
clock inverter,2,35.03
inverter,8,30.03
-- cell usage in the layout, fill, tap and decap left out, drive strengths merged, types with 2 or more instances in the layout --
cell type	count
and2b	2
dfrtp	47
nor2b	2
nor3b	2
clkbuf	17
nor3	7
ha	7
mux2i	2
a31oi	5
nand2	24
inv	7
xnor2	8
mux2	4
clkinv	2
buf	2
and4	4
clkdlybuf4s50	19
xor2	21
o21ai	15
dfstp	3
nand3	14
and2	2
nor2	45
nor4	12
a21o	2
a211oi	2
edfxtp	8
and3	7
a21oi	15
nand4	8
Power figures rest on the tool's default switching activity, not on a simulated workload.
